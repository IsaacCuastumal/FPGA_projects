===== /design/flow/design.v =====
module decoder_3to8
	(
		input [2:0] a,
		input enable,
		output reg [7:0] y
	);
	always @ (*) begin  
		if (enable == 0)
			y = 8'b0;
		else begin 
			case (a)  
				3'b000: y= 8'b00000001;
				3'b001: y= 8'b00000010;
				3'b010: y= 8'b00000100;
				3'b011: y= 8'b00001000;
				3'b100: y= 8'b00010000;
				3'b101: y= 8'b00100000;
				3'b110: y= 8'b01000000;
				3'b111: y= 8'b10000000;
				default: y = 8'b00000000;
			endcase 
		end	
	end			
endmodule 				
module decoder_4to16
	(
	input [3:0] a,
	output [15:0] d
	);
	decoder_3to8 
	DEC1
	(
		.a(a[2:0]),
		.enable(~a[3]),
		.y(d[7:0])
	);
	decoder_3to8 
	DEC2
	(
		.a(a[2:0]),
		.enable(a[3]),
		.y(d[15:8])
	);
endmodule 	

===== /design/flow/run.sh =====
#!/bin/bash
# OpenROAD 26Q1-2900-gdf79404cd8, Yosys 0.63+post, stock flow scripts
make -C /OpenROAD-flow-scripts/flow DESIGN_CONFIG=/design/flow/config.mk WORK_HOME=/design/flow/orfs finish

===== /design/flow/config.mk =====
export PLATFORM = sky130hd
export DESIGN_NAME = decoder_4to16
export DESIGN_NICKNAME = decoder_4to16
export VERILOG_FILES = /design/flow/design.v
export SDC_FILE = /design/flow/constraint.sdc
export NUM_CORES = 4
export LEC_CHECK = 1
export CORE_AREA = 10 10 70 70
export DIE_AREA = 0 0 80 80

===== /design/flow/constraint.sdc =====
current_design decoder_4to16

set clk_period 1.0
set clk_io_pct 0.2

create_clock -name clk0 -period $clk_period

set non_clock_inputs [all_inputs -no_clocks]
set_input_delay [expr $clk_period * $clk_io_pct] -clock clk0 $non_clock_inputs
set_output_delay [expr $clk_period * $clk_io_pct] -clock clk0 [all_outputs]

==> impl_metrics.toml <==
# flow metrics
[outcome]
run_status = "finished, violations left"
violations = "negative setup slack"

[timing]
finalSetupViolations = 12
finalHoldViolCount = 0
fin_crit_ns = 1.193
final_min_period_over_clock_period = 1.193
fmax_mhz = 838.0
tightest_slew_ns = 0.1938
final_max_slew_viol_count = 0
rsz0062_at_grt = "true"
worst_slew_margin_rel = 0.8703
layout_setup_ws_ns = -0.1933

[synthesis]
ys_warn_count = 1
yosys.stat.chipArea_sq_um = 276.5
synth_top_area_share = 0.3439
synth_cells = 20
part_of_the_yosys_area_used_for_sequential_elements = 0
synth.distinct_cells = 7
synth.top_cells.by_area = "nor4b_4, and4bb_1, buf_6, and4b_1, and4bb_2"
syn_area_sq_um = 276.5
yosys-stat-cells = 20
post_synth.cell_area_avg_sq_um = 13.83
top_area_cell = "nor4b_4"

[routing]
diodes = 0
vias_after_detailed_routing = 310
wl_per_cell_um = 10.26
drt.antenna.violating_nets = 0
drcViolationCount = 0
routed_wirelength_um = 1036
via_per_inst = 3.069
dr.first_iter.drc_count = 1
detail_route.first_pass.iterations = 2

[pwr]
power_density_mw_per_mm2 = 326.0
leakage_nw = 0.3380
vdd.ir_drop.worst_uv = 138.7
power.total_uw = 222.7

[grt]
grt_pass1_wl_um = 1621
largest_net_degree_at_the_start_of_global_routing = 9
grt_overflow = 0
groute.usage.overall = 0.03048
grt_pass1_vias = 321
grt_antenna_before_repair = 0

[worst_setup_path]
crit_path_cell_trace = "buf_8 > buf_12 > buf_12 > buf_4 > nor4b_4 > buf_2"
endpoint_type_of_the_worst_setup_path = "output pin"
timing_worst_setup_path_type = "input port to output pin"
critical_path_arrival_ns = 0.99
crit_buf_inv = 5
crit_path_max_incr_delay_ns = 0.20
crit_slowest_cell = "nor4b_4"
worst-endpoint-required_ns = 0.80
path_delay_family = "buffers and inverters"
timing.critical_path.mode_cell = "buf_12"
worstPathMaxFanout = 4
critical_path.startpoint_type = "input port"

[run]
warning_count = 34
max_cap_violations = 0

[floorplan]
pin_count = 20
core_sq_mm = 0.003416
fp.dieH_um = 80
floorplan.initialDensity = 0.08095
fp.dieArea_sq_mm = 0.006400
fp.dieW_um = 80
std_cell_rows = 21

[place]
globalplace.congestion = 0.6479
portBuffers = 20
placed_area_sq_um = 579.3
post-dp-hpwl_um = 736
placement.setup.worst_slack_ns = -0.8365

[worst_hold_path]
min_path_type = "input port to output pin"

[final_layout]
nFillCells = 374
layout.area.seq_sq_um = 0
fin_area_sq_um = 683.2
drive_above_1_share = 0.8364
clkbuf_count = 0
seq_cell_count = 0
post-route-util = 0.2000
area_delta_synth_final_pct = 147.1

[clocking]
cts_hold_buf = 0
## metal layers
metal / up-vias / track usage / wire length [um]
li1: 160 / - / -
met1: 131 / 0.05339 / 628
met2: 19 / 0.03210 / 289
met3: 0 / 0.01250 / 119
met4: 0 / 0 / 0
met5: - / 0 / 0
## power by group
group          internal, mW  switching, mW
registers                 0              0
logic                 0.151         0.0720
clock network             0              0
## path summary, 6_finish.rpt
path                  endpoint  startpoint  cells after the start
worst max-delay path      d[8]        a[2]                      6
worst min-delay path      d[4]        a[3]                      4
## cell usage after synthesis
cell type  instances
and4b_1            4
and4bb_1           4
buf_6              4
nor4b_4            4
and4bb_2           2
and4_1             1
nor4_2             1
## area by class of cell
class	instances	area [sq um]	area share
multi-input combinational	16	231.5	0.3388
tap	46	57.56	0.08425
timing repair buffer	39	394.1	0.5769
## cell families (layout without fill, tap and decap cells)
group | count (synthesis) | count (layout) | share of synthesized area
simple gates | 16 | 16 | 0.8371
buf+inv | 4 | 39 | 0.1629
## worst min-delay path, delay by kind of cell
| kind | cells | cell delay, ns |
|---|---|---|
| buffers and inverters | 3 | 0.30 |
| and+or+nand+nor | 1 | 0.04 |
## placed cells by master, fill, tap and decap left out, drive strengths merged
master and instances:
and4 1, and4b 4, and4bb 6, buf 36
clkbuf 3, nor4 1, nor4b 4
## through the flow
stage	hold slack, ns	cells	setup TNS (ns)
6_report	0.7429	101	-1.024
3_5_place_dp	1.514	89	-12.73
5_1_grt	0.7549	101	-1.527
2_1_floorplan	0.5352	20	0
3_3_place_gp	1.519	89	-12.68
4_1_cts	0.7481	100	-1.884
## what timing repair did
item	in CTS	in global routing
gates resized	79	9
buffers inserted	11	1
gates cloned	1	0
pin swaps	9	7
setup endpoints to repair	16	15
Power is estimated from default activity; no workload was simulated.
