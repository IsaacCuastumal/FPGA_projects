==> /design/flow/design.v <==
module Blinky_led 
#(
	parameter clock_freq = 50_000_000, 
	parameter led_freq = 2,
	parameter bus_width = 4
)
(
	input clk,
	input rst_n,
	output [bus_width-1: 0] o_led
);
	function integer clogb2 (input [31:0] value);
		integer i;
		begin 
			clogb2 = 0;
			for (i=0; 2**i<value; i=i+1) begin 
				clogb2 = i +1;
			end 
		end 	
	endfunction 	
	localparam freq_ratio = (clock_freq + led_freq - 1)/ led_freq; 
	localparam cnt_width = clogb2(freq_ratio);
	localparam cnt_max = (freq_ratio >>1) - 1; 
	reg [cnt_width -1: 0] counter;
	reg [bus_width - 1: 0] LED;
	wire counter_max;
	assign counter_max = (counter == cnt_max);
	always @(posedge clk or negedge rst_n) begin 
		if (!rst_n)
			counter <=0;
		else if (counter_max)
			counter <=0;
		else 
			counter <= counter + 1'b1;
	end 
	always @(posedge clk or negedge rst_n) begin 
		if (!rst_n)
			LED <= 0;
		else if (counter_max)
			LED <= ~LED;
	end 
	assign o_led = LED;
endmodule 	
==> /design/flow/run.sh <==
#!/bin/bash
# OpenROAD 26Q1-2900-gdf79404cd8, Yosys 0.63+post, stock flow scripts
make -C /OpenROAD-flow-scripts/flow DESIGN_CONFIG=/design/flow/config.mk WORK_HOME=/design/flow/orfs finish
==> /design/flow/config.mk <==
export PLATFORM = sky130hd
export DESIGN_NAME = Blinky_led
export DESIGN_NICKNAME = Blinky_led
export VERILOG_FILES = /design/flow/design.v
export SDC_FILE = /design/flow/constraint.sdc
export NUM_CORES = 4
export LEC_CHECK = 1
export CORE_UTILIZATION = 30
==> /design/flow/constraint.sdc <==
current_design Blinky_led

set clk_period 3.0
set clk_io_pct 0.2

create_clock -name clk0 -period $clk_period [get_ports {clk}]

set non_clock_inputs [all_inputs -no_clocks]
set_input_delay [expr $clk_period * $clk_io_pct] -clock clk0 $non_clock_inputs
set_output_delay [expr $clk_period * $clk_io_pct] -clock clk0 [all_outputs]
==> flow_summary.json <==
{
  "hold_class": "flip-flop to flip-flop",
  "cellPowerDensity_nw_per_um2": 445,
  "worstReg2RegEnd": "counter[18]",
  "worst_pin_slew_ns": 0.936,
  "logic_area_sq_um": 634,
  "drt_iter0_drc": 36,
  "grt_use_met1": 0.190,
  "drc_errors": 0,
  "ys.flops": 29,
  "cap_viol_max_count": 0,
  "regArea_sq_um": 726,
  "n_fill_cell": 403,
  "n_antenna_cell": 0,
  "wl_per_cell_microns": 13.4,
  "vias_per_cell": 5.20,
  "grt.total_usage": 0.122,
  "leakage_nw": 0.705,
  "insertion_delay_ns": 0.28,
  "grt_pass1_vias": 1030,
  "netlist_area_sq_um": 1400,
  "yosysChipArea_sq_um": 1400,
  "cp-start-kind": "flip-flop",
  "p_sw_frac": 0.219,
  "path_class": "flip-flop to flip-flop",
  "totalWireLength_mm": 2.59,
  "drive_above_1_share": 0.128,
  "grt_max_degree": 30,
  "skew_ns": 0.00308,
  "tritoncts": "done",
  "ys_cells": 130,
  "fp-utilization": 0.318,
  "place_hpwl_mm": 1.67,
  "worstPathRequired_ns": 3.16,
  "hold_buffers": 0,
  "core_sq_um": 4410,
  "detail-route-antenna-nets": 0,
  "gp_congestion": 0.804,
  "setup_tns_ns": 0,
  "crit_chain": "nor4b_1 -> nand3_1 -> nor4_4 -> buf_4 -> a21oi_1",
  "status": "complete, no violations",
  "critPathCaptureType": "flip-flop",
  "period_needed_ns": 2.29,
  "r2r_cells": 5,
  "io_buffers": 5,
  "max_stage_delay_ns": 0.87,
  "cts_resized": 0,
  "worstPathArrival_ns": 2.46,
  "hold_depth": 1,
  "p_sw_uw": 155,
  "max-slew-margin-rel": 0.371,
  "fin_crit_sh": 0.765,
  "min_to": "LED[0]",
  "maxSlewViolCount": 0,
  "cts_buffers": 5,
  "syn_avg_cell_area_sq_um": 10.8,
  "chip_area_sq_um": 4950,
  "io_pins": 6,
  "rows": 24,
  "internal_power_uw": 553,
  "ys_types": 29,
  "worstPathMaxFanout": 15,
  "pwr-share-comb": 0.013,
  "htreeDepth": 2,
  "first_pass_iters": 4,
  "grt_pass1_wl_mm": 4.77,
  "clkTransAtPathRegs_ns": 0.06,
  "setup_viol": 0,
  "lay_top_count": "dfrtp_1",
  "rsz0062_at_grt": "false",
  "finalHoldViolCount": 0,
  "use_met2": 0.180,
  "grt-busiest-layer": "met1",
  "area_growth_pct": 13.5,
  "fmax_mhz": 436,
  "r2r_setup_slack_ns": 0.71,
  "synth_seq_share": 0.517,
  "die_h_microns": 70.4,
  "regToRegStartpoint": "counter[8]",
  "warning_count": 25,
  "clkPwrFrac": 0.435,
  "ff_type": "dfrtp_1",
  "cts.sinks": 29,
  "p_seq_frac": 0.552,
  "synth-edff-count": 0,
  "clk_path_buf_depth": 2,
  "overflow": 0,
  "grt_util_met3": 0.0380,
  "synth_warnings": 1,
  "lay_top_cells": "dfrtp_1, xor2_1, xnor2_1, nor2_1",
  "dieWidth_microns": 70.4,
  "cts-root-buf": "clkbuf_8",
  "antenna_found_initial": 0,
  "vias": 1004,
  "crit_slowest_cell": "nor4_4",
  "min_from": "LED[0]",
  "fin_ws_ns": 0.706,
  "synthCells": 130,
  "postCtsSetupBuffers": 0,
  "pre_cts_ws_ns": 0.698,
  "synth_async_sr_flop_share": 1.00,
  "peakVddDrop_v": 0.000291,
  "whs_ns": 0.469
}
-- state kept, by name (all words and copies together) (netlist names) --
signal,count
counter,25
LED,4
-- critical path: cells and delay by family (launching register included) --
| kind | cells | cell delay, ns |
|---|---|---|
| AND/OR/NAND/NOR | 3 | 1.42 |
| flip-flops | 1 | 0.43 |
| buffers and inverters | 1 | 0.27 |
| AND-OR/OR-AND | 1 | 0.05 |
-- routing by layer --
metal / wire [microns] / up-vias
met2: 1170 / 19
met1: 1250 / 498
li1: - / 484
met4: 21 / 0
met5: 0 / -
met3: 151 / 3
-- area by class of cell --
| cell class | instances | area share |
|---|---|---|
| flip-flops and latches | 29 | 0.456 |
| multi-input cells | 92 | 0.399 |
| clock buffers | 6 | 0.0456 |
| repair buffers | 7 | 0.0409 |
| well taps | 52 | 0.0409 |
| inverters | 5 | 0.0118 |
| clock inverters | 2 | 0.00629 |
-- how the worst max path moves through the flow --
stage           from           to  slack (ns)  cells past startpoint
5_1_grt   counter[8]  counter[18]        0.54                      5
4_1_cts   counter[8]  counter[18]        0.69                      5
6_report  counter[8]  counter[18]        0.71                      5
-- Yosys cell counts, types with 2 or more instances --
cell type  number  share of area
o31ai_1         4          0.021
dfrtp_1        29           0.52
nand2_1         9          0.024
nand3_1         9          0.032
nor4b_1         2          0.012
inv_1           5          0.013
a21oi_1         3          0.011
nor4_1          4          0.018
or4_1           2          0.011
and4_1          2          0.012
clkbuf_1        2         0.0054
or4_4           3          0.024
a21oi_2         2          0.012
nor3_1          6          0.021
xor2_1         11          0.069
or3_1           2         0.0089
nor2_1         10          0.027
nand4_1         4          0.018
nand4_2         2          0.018
xnor2_1        10          0.062
-- stage by stage --
| step | utilization | total power [mW] | std cells | cell area, sq um |
|---|---|---|---|---|
| after global routing | 0.361 | 0.735 | 193 | 1590 |
| after CTS | 0.361 | 0.712 | 193 | 1590 |
| after detailed placement | 0.342 | 0.408 | 185 | 1510 |
| final | 0.361 | 0.708 | 193 | 1590 |
| after floorplan | - | 0.398 | 130 | 1400 |
| after global placement | 0.342 | 0.408 | 185 | 1510 |
-- power groups by stage --
stage	Clock [mW]	Sequential, mW	Combinational (mW)
4_1_cts	0.311	0.391	0.00992
5_1_grt	0.332	0.391	0.0114
6_report	0.308	0.391	0.00936
-- cells by family after synthesis --
logic type / share of synthesized area
buffers and inverters: 0.0303
DFF: 0.517
and+or+nand+nor: 0.251
AOI/OAI and AO/OA: 0.0544
adders and majority gates: 0.00892
muxes: 0.00714
xor gates and xnor gates: 0.131
Power is estimated from default activity; no workload was simulated.
