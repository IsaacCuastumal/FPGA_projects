==> ./design.v <==
module decoder_nbit 
	#(parameter N=5)
	(
	input [N -1:0] a,
	input enable, 
	output reg [2**N-1:0] y
	);
	always @(*) begin 
		if (enable ==0)
			y=0;
		else 
			y = (1<<a);
	end 
endmodule 	
==> ./run.sh <==
#!/bin/bash
# OpenROAD 26Q1-2900-gdf79404cd8, Yosys 0.63+post, stock flow scripts
make -C /OpenROAD-flow-scripts/flow DESIGN_CONFIG=/design/flow/config.mk WORK_HOME=/design/flow/orfs finish
==> ./config.mk <==
export PLATFORM = sky130hd
export DESIGN_NAME = decoder_nbit
export DESIGN_NICKNAME = decoder_nbit
export VERILOG_FILES = /design/flow/design.v
export SDC_FILE = /design/flow/constraint.sdc
export NUM_CORES = 4
export LEC_CHECK = 1
export CORE_AREA = 10 10 70 70
export DIE_AREA = 0 0 80 80
==> ./constraint.sdc <==
current_design decoder_nbit

set clk_period 2.1
set clk_io_pct 0.2

create_clock -name clk0 -period $clk_period

set non_clock_inputs [all_inputs -no_clocks]
set_input_delay [expr $clk_period * $clk_io_pct] -clock clk0 $non_clock_inputs
set_output_delay [expr $clk_period * $clk_io_pct] -clock clk0 [all_outputs]
==> results.txt <==
Implementation results

The total I/O pin count is 38. The final critical-path share of the clock period is 100.3%. The floorplan-stage core utilization is 6.850%.

The chip occupies 6400 um^2. The critical path capture point type is an output pin. Per the OpenROAD floorplan log, the width of the die is 80 um. The count of pins over their slew limit is 0. The cell depth of the worst hold path is 5. In this run the tools logged warnings totalling 34.

The number of cells in the yosys synthesis report is 47. The number of antenna violations at the first check in global routing is 0. The share of power burned in combinational logic is 100.0%.

In the hold report, the worst path ends at y[0]. Summed over all nets, the switching power comes to 0.00003907 W. The total number of yosys warnings is 1. The largest net degree at the start of global routing is 9. Per STA, the startpoint of the critical path is a[1]. The placement-stage worst setup slack is -335.8 ps. Counting the clock-network buffers in the layout gives 0. The endpoint arrival time on the critical path is 1690 ps. The synthesized netlist occupies a cell area of 234.0 um^2. Across every metal layer, demand over resource in global routing totals 5.313%. The actual slew at the worst max-slew pin is 228.7 ps. The violation tally from detailed-route iteration zero is 31. The worst path required time is 1680 ps. The worst path in the final design needs a cycle of 2107 ps, including I/O delays and setup.

Registers are responsible for 0% of the overall power. The residual DRC count is 0. The first global-routing pass estimated 2746 um of wire.

The post-synthesis area per instance is 4.978 um^2. The flow ran to the end, but the final reports show violations. The headroom to the max-slew limit is 84.76%. The floorplan row count is 21. The highest net fanout along the worst path is 7.

The run reported a max-capacitance violation count of 0. The sequential fraction of the synthesis area is 0%. The layout cell share with drive strength beyond 1 is 35.05%. The post-detailed-route via-to-cell ratio is 3.524.

The total cell area reported by yosys after synthesis is 234.0 um^2. In the placement report, post-DP HPWL is listed as 1380 um. The overflow left after global routing is 0. Summed over all layers, the routed wires come to 1906 um. In this run, the clock network consumes 0% of the power.

The type of element launching the critical path is an input pin. The count of nets left with antenna violations once routing finished came out at 0. There are 0 flip-flops and latches. The height of the die is 80 um. The power per unit of standard cell area is 97.43 nW/um^2. Per the finish-stage timing summary, setup violations number 1. The final reports fail on setup timing. Setup repair after global routing could not meet its margin everywhere.

The count of inserted antenna diode cells is 0. The script computed the net switching share of total power as 45.85%. The via count of the first global-routing pass came to 446. The overall via count from detail_route is 504. The cell count after synthesis is 47. The total instance count after detailed placement is 132. The internal power consumption is 0.00004614 W.

The worst VDD IR drop from the latest analysis is 0.00002237 V. The area inside the core boundary is 3416 um^2. For this run, the detailed router's first-pass iteration total came to 4. After detailed routing, the average wire length per cell comes to 13.33 um. The count of port buffers added during placement is 38. The slack of the critical path is -6.799 ps. The class of the most critical setup path is input pin to output pin.

The leakage component of the power was reported as 0.4486 nW. The fmax is 474.7 MHz. The path class of the tightest hold or removal check is input pin to output pin. The gate-level netlist out of Yosys references 9 unique cell types. The weighted congestion reported at the end of routability-driven placement is 0.7608.

Between the synthesized netlist and the finished layout, the area growth was recorded as 273.8%. The area occupied by registers is 0 um^2. The final cell count without fillers is 143. The number of endpoints with negative hold slack in the final report is 0. STA lists the startpoint of the worst hold path as a[3].
## power groups by stage
stage	Combinational (W)	Sequential [W]	Clock [W]
CTS	0.0000689	0	0
global route	0.0000916	0	0
finish	0.0000852	0	0
## metrics by stage
stage	hold slack [ps]	total power [W]	utilization, %	instance area [um^2]	TNS (ps)
final	1427	0.00008521	25.60	874.6	-6.799
after global placement	1889	0.00006016	20.22	690.7	-6688
after global routing	1462	0.00009157	25.60	874.6	-247.9
after floorplan	964.7	0.00001942	-	234.0	0
after CTS	1413	0.00006887	21.90	748.2	-9.043
after detailed placement	1892	0.00006102	20.22	690.7	-7329
## timing repair
item                       in CTS  in global routing
gates cloned                    0                  0
hold endpoints to repair        0                  0
buffers inserted                5                  6
setup endpoints to repair      32                 23
hold buffers                    0                  0
gates resized                  28                 21
pin swaps                      18                 12
## worst max path at each step
stage / cells past startpoint / slack, ps / to
final: 5 / -7 / y[28]
after global routing: 5 / -50 / y[12]
after CTS: 5 / -7 / y[8]
## kinds of logic (layout without fill, tap and decap cells)
| kind of cell | after synthesis | after routing | share of synthesized area (%) |
|---|---|---|---|
| buf+inv | 3 | 53 | 4.812 |
| simple gates | 44 | 44 | 95.19 |
## worst max-delay path, stage by stage
cell,delay [ps]
sky130_fd_sc_hd__dlygate4sd2_1,260
sky130_fd_sc_hd__buf_6,140
sky130_fd_sc_hd__nand4bb_4,240
sky130_fd_sc_hd__nor2_1,130
sky130_fd_sc_hd__clkdlybuf4s50_1,490
## placed cells by master (no fill, tap or decap), types with 2 or more instances in the layout
| cell type | instances |
|---|---|
| sky130_fd_sc_hd__buf_2 | 2 |
| sky130_fd_sc_hd__buf_4 | 10 |
| sky130_fd_sc_hd__buf_6 | 4 |
| sky130_fd_sc_hd__clkdlybuf4s50_1 | 15 |
| sky130_fd_sc_hd__dlygate4sd2_1 | 14 |
| sky130_fd_sc_hd__dlymetal6s2s_1 | 6 |
| sky130_fd_sc_hd__nand2b_2 | 2 |
| sky130_fd_sc_hd__nand4b_1 | 3 |
| sky130_fd_sc_hd__nand4bb_4 | 3 |
| sky130_fd_sc_hd__nor2_1 | 23 |
| sky130_fd_sc_hd__nor2_2 | 8 |
## Yosys cell counts, drive strengths merged
cell | instances | area share (%)
clkbuf | 3 | 4.8
nand2 | 1 | 1.6
nand2b | 2 | 5.3
nand4 | 1 | 2.7
nand4b | 3 | 11
nand4bb | 3 | 14
nor2 | 32 | 51
or2 | 1 | 2.7
or4b | 1 | 5.9
## cell type report
cell class,count,area [um^2]
timing repair buffer,53,508.0
fill,367,2541
tap,46,57.56
multi-input combinational,44,309.0
## metal layers
layer  up-vias  routed length [um]  global-route usage [%]
li1        256                   -                       -
met2        22                 876                   8.266
met1       226                 772                   6.667
met3         0                 258                   2.955
met5         -                   0                       0
met4         0                   0                       0
Power figures rest on the tool's default switching activity, not on a simulated workload.
